--- design/flow/run.sh ---
#!/bin/bash
# OpenROAD 26Q1-2900-gdf79404cd8, Yosys 0.63+post, stock flow scripts
make -C /OpenROAD-flow-scripts/flow DESIGN_CONFIG=/design/flow/config.mk WORK_HOME=/design/flow/orfs finish
--- design/flow/config.mk ---
export PLATFORM = sky130hd
export DESIGN_NAME = watch_top
export DESIGN_NICKNAME = watch_top
export VERILOG_FILES = /design/flow/design.v
export SDC_FILE = /design/flow/constraint.sdc
export NUM_CORES = 4
export LEC_CHECK = 1
export CORE_UTILIZATION = 40
--- design/flow/constraint.sdc ---
current_design watch_top

set clk_period 13.9
set clk_io_pct 0.2

create_clock -name clk0 -period $clk_period [get_ports {clk}]

set non_clock_inputs [all_inputs -no_clocks]
set_input_delay [expr $clk_period * $clk_io_pct] -clock clk0 $non_clock_inputs
set_output_delay [expr $clk_period * $clk_io_pct] -clock clk0 [all_outputs]
--- design/flow/design.v ---
`timescale 1ns / 1ps
module one_sec_gen
#(
        parameter P_COUNT_BIT = 30
)
(
        input clk,
        input reset,
        input i_run_en,
        input [P_COUNT_BIT-1:0] i_freq,  
        output reg o_one_sec_tick
);
reg [P_COUNT_BIT-1:0] r_counter;  
always @ (posedge clk) begin
        if (reset) begin
                r_counter <= {P_COUNT_BIT{1'b0}};
                o_one_sec_tick <= 1'b0;
        end else if (i_run_en) begin
                if (r_counter == i_freq - 1) begin
                        r_counter <= 0;
                        o_one_sec_tick <= 1'b1;
                end else begin
                        r_counter <= r_counter + 1'b1;
                        o_one_sec_tick <= 1'b0;
                end
        end else begin
                o_one_sec_tick <= 1'b0;
        end
end
endmodule
`timescale 1ns / 1ps
module watch_top
#(
        parameter P_COUNT_BIT = 30,  
        parameter P_MAX_SEC_BIT = 6,  
        parameter P_MAX_MIN_BIT = 6,  
        parameter P_MAX_HOUR_BIT = 5  
)
(
        input clk,
        input reset,
        input i_run_en,
        input [P_COUNT_BIT-1:0] i_freq,
        output reg [P_MAX_SEC_BIT-1:0] o_sec,
        output reg [P_MAX_MIN_BIT-1:0] o_min,
        output reg [P_MAX_HOUR_BIT-1:0] o_hour
);
wire w_one_sec_tick;
one_sec_gen
#(
        .P_COUNT_BIT (P_COUNT_BIT)
) u_one_sec_gen(
        .clk (clk),
        .reset (reset),
        .i_run_en (i_run_en),
        .i_freq (i_freq),
        .o_one_sec_tick (w_one_sec_tick)
);
wire max_sec = o_sec == 60 - 1;  
wire max_min = o_min == 60 - 1;  
wire max_hour = o_hour == 24 - 1;  
always @ (posedge clk) begin
        if (reset) begin
                o_sec <= 0;
        end else if (w_one_sec_tick) begin
                if (max_sec) begin
                        o_sec <= 0;
                end else begin
                        o_sec <= o_sec + 1'b1;
                end
        end
end
reg [5:0] r_sec_in_min_cnt;
always @ (posedge clk) begin
        if (reset) begin
                o_min <= 0;
                r_sec_in_min_cnt <= 0;
        end else if (w_one_sec_tick) begin
                if (max_min & max_sec) begin
                        o_min <= 0;
                        r_sec_in_min_cnt <= 0;
                end else if (r_sec_in_min_cnt == 60 - 1) begin
                        o_min <= o_min + 1'b1;
                        r_sec_in_min_cnt <= 0;
                end else begin
                        r_sec_in_min_cnt <= r_sec_in_min_cnt + 1'b1;
                end
        end
end
reg [11:0] r_sec_in_hour_cnt;
always @ (posedge clk) begin
        if (reset) begin
                o_hour <= 0;
                r_sec_in_hour_cnt <= 0;
        end else if (w_one_sec_tick) begin
                if (max_hour & max_min & max_sec) begin
                        o_hour <= 0;
                        r_sec_in_hour_cnt <= 0;
                end else if (r_sec_in_hour_cnt == 3600 - 1) begin
                        o_hour <= o_hour + 1'b1;
                        r_sec_in_hour_cnt <= 0;
                end else begin
                        r_sec_in_hour_cnt <= r_sec_in_hour_cnt + 1'b1;
                end
        end
end
endmodule
==> run summary <==
yosys + openroad results -> initial antenna violation count=0, routability cong.=0.904, status=completed, Startpoint Class=input pin, CTS Buf Count=9, vias per cell=5.48, CP max stage delay=0.55 ns, cells on worst reg2reg path=8, CORE AREA=0.00991 sq mm, Cell Chain, Critical Path=clkdlybuf4s50_1 > inv_1 > ha_1 > nor3b_2 > nand4_2 > or4_4 > a2111oi_2 > o2111ai_1 > nor4_4 > buf_4 > nor3_1, hold path endpoint=o_min[5]$_SDFFE_PP0P_, Worst-path clk slew=0.07 ns, Layout area overhead=20.0%, clock root buffer=clkbuf_8, clk_skew=0.00799 ns, period utilization=43.8%, Largest cells by area=dfxtp_1, xor2_1, xnor2_1, layout cells sized above 1=6.41%, vias in the first global route=3,517, Worst EP arrival=6.28 ns, gr usage total=19.0%, drt wl/cell=14.6 um, Post-Synthesis Cells=495, post-detail-place hpwl=7580 um, Cell Type Count=65, die footprint=0.0108 sq mm, Power Total=397 uW, EDFF count, synth=0, Critical Path Fanout Max=29, die height=104 um, Critical-path top delay cell=or4_4, cts repair resizes=0, CTS tree=done, Power per Cell Area=80.1 mW/mm^2, fin crit period=6.09 ns, OpenROAD warnings=25, Final setup viols=0, fill count=950, H-tree Lvls=3, Slew Limit Fails=0, r2r setup slk=11.25 ns, Reg area=0.00132 sq mm, Reg-to-Reg Start=u_one_sec_gen.r_counter[6]$_SDFFE_PP0P_, multi-input combinational cell area=0.00269 sq mm, Post-synth seq share=31.9%, clk sinks=66, Tightest Hold Check Type=reg2reg, crit path DRT=14.09 ns, VDD IR max=0.0502 mV, dominant register cell=dfxtp_1, GR Overflow Total=0, post-synth top area cell=dfxtp_1, ANT nets after route=0, Residual DRC=0, setup TNS=0 ns, largest net degree at the start of global routing=43, Pre-antenna DRT Iters=4, top post-synthesis cells by count=dfxtp_1, nor2_1, xor2_1, xnor2_1, nor3_1, Worst Setup End Kind=flip-flop, max frequency=164 MHz, PortBufs=49, Max Cap Viol=0, Post-Syn Area=0.00414 sq mm, final WL=9890 um, Mean Syn Cell Area=8.36 sq um, Rows=36, asr flop ratio synth=0%, Synth top cell by count=dfxtp_1, Final Hold Vio Count=0, worst r2r dst=u_one_sec_gen.r_counter[16]$_SDFFE_PP0P_, # hold bufs at CTS=0, Die X=104 um, critical path class=in2reg, Max clock buf depth=2, ANT cells=0, # Cells Yosys=495, FP Core Util=41.7%, area share, top type=31.9%, Post-CTS Setup Inserts=0, Synth Warn #=2, Synth flops=66, I/O pin count=50, Worst Hold Launch=o_min[5]$_SDFFE_PP0P_, global-route wire length before repair=16,600 um, Leakage Power=1.71 nW, DRT iter0 DRCs=160, Hold Path Depth=2, RSZ-0062 raised after global routing=no, Insertion Delay late pin=0.33 ns, routed via count=3,724, Worst-Margin Slew=0.714 ns, Rel. slew slack=51.8%, Chip Area, Yosys=0.00414 sq mm
==> cell families (layout without fill, tap and decap cells) <==
logic type | Yosys count | after routing | synth area share (%)
DFF | 66 | 66 | 31.9
muxes | 7 | 7 | 1.69
xor gates and xnor gates | 88 | 88 | 18.6
AOI/OAI and AO/OA | 62 | 62 | 11.1
and+or+nand+nor | 235 | 235 | 31.4
adders and majority gates | 7 | 7 | 2.12
buffers and inverters | 30 | 81 | 3.15
==> per-layer routing <==
layer	up-vias	GRT usage [%]	part of all wire, %	routed length, um
li1	1905	-	-	-
met1	1712	27.6	49	4850
met2	84	29.2	43	4270
met3	23	3.40	4.8	471
met4	0	5.82	3.1	309
met5	-	0	0	0
==> worst max-delay path by stage <==
| stage | start | end | slack, ns | cells after the start |
|---|---|---|---|---|
| after CTS | i_freq[0] | u_one_sec_gen.r_counter[16]$_SDFFE_PP0P_ | 7.86 | 11 |
| after global routing | i_freq[0] | u_one_sec_gen.r_counter[19]$_SDFFE_PP0P_ | 7.69 | 11 |
| final | i_freq[0] | u_one_sec_gen.r_counter[16]$_SDFFE_PP0P_ | 7.81 | 11 |
==> power breakdown <==
group / leakage [nW] / internal (mW) / switching, mW
Sequential: 0.532 / 0.190 / 0.00197
Clock: 0.106 / 0.0964 / 0.0675
Combinational: 1.07 / 0.0191 / 0.0223
Total: 1.71 / 0.306 / 0.0917
==> placed cells by master (no fill, tap or decap), types with 3 or more instances in the layout <==
cell | synthesis | routed
nor3_1 | 40 | 40
ha_1 | 7 | 7
o31a_1 | 3 | 3
xor2_1 | 45 | 45
mux2i_1 | 7 | 7
clkbuf_8 | 0 | 12
or3_1 | 7 | 7
nand3_1 | 20 | 20
or4_1 | 6 | 6
dfxtp_1 | 66 | 66
nor4_1 | 10 | 10
a31oi_1 | 4 | 4
a21o_1 | 3 | 3
nand4b_1 | 3 | 3
and3_1 | 13 | 13
a311oi_1 | 3 | 3
nor3b_1 | 5 | 5
o21ai_0 | 10 | 10
nor2_1 | 47 | 47
clkdlybuf4s50_1 | 0 | 49
inv_1 | 11 | 11
nand4_1 | 27 | 27
nor2b_1 | 3 | 3
buf_4 | 2 | 6
nand2_1 | 32 | 32
xnor2_1 | 43 | 43
nor4_4 | 2 | 3
nand2b_1 | 3 | 3
a21oi_1 | 10 | 10
==> layout make-up <==
class | count | area share (%)
repair buffers | 55 | 10.8
multi-input cells | 399 | 54.3
flip-flops and latches | 66 | 26.6
clock buffers | 13 | 3.40
well taps | 133 | 3.35
clock inverters | 2 | 0.706
inverters | 11 | 0.832
==> per-stage QoR <==
step                area (sq um)  setup WS (ns)  std cells  util [%]  hold WS (ns)
finish                      4960           7.81        679      50.1         0.509
global route                4960           7.69        679      50.1         0.540
CTS                         4960           7.86        679      50.1         0.510
detailed placement          4760           7.50        664      48.0         0.505
global placement            4760           7.51        664      48.0         0.491
floorplan                   4140           8.65        495         -         0.458
==> sequential cells by signal (all words and copies together) (netlist names) <==
signal                        count
u_one_sec_gen.r_counter          30
r_sec_in_hour_cnt                12
o_min                             6
o_hour                            5
u_one_sec_gen.o_one_sec_tick      1
o_sec                             6
r_sec_in_min_cnt                  6
==> worst max-delay path: cells and delay by family <==
family,cells,cell delay (ns)
AND/OR/NAND/NOR,5,1.59
AND-OR/OR-AND,2,0.69
adder cells (fa/ha/maj),1,0.23
buffers and inverters,3,0.98
Power figures rest on the tool's default switching activity, not on a simulated workload.
