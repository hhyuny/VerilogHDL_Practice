==> flow/design.v <==
`timescale 1ns / 1ps
module power_of_8(
        input clk,
        input reset_n,
        input i_valid,
        input [31:0]  i_value,
        output o_valid,
        output [63:0]  o_power_of_8
    );
        reg     [2:0]   r_valid;
        reg     [63:0]  r_power_of_2;
        reg     [63:0]  r_power_of_4;
        reg     [63:0]  r_power_of_8;
        wire    [63:0]  power_of_2;
        wire    [63:0]  power_of_4;
        wire    [63:0]  power_of_8;
        always @(posedge clk or negedge reset_n) begin
            if(!reset_n) begin
                        r_valid <= 3'd0;
            end else begin
                        r_valid <= {r_valid[1:0], i_valid};
            end
        end
        always @(posedge clk or negedge reset_n) begin
            if(!reset_n) begin
                        r_power_of_2 <= 64'd0;
                        r_power_of_4 <= 64'd0;
                        r_power_of_8 <= 64'd0;
            end else begin
                        r_power_of_2 <= power_of_2;
                        r_power_of_4 <= power_of_4;
                        r_power_of_8 <= power_of_8;
            end
        end
        assign power_of_2 = i_value * i_value;
        assign power_of_4 = r_power_of_2 * r_power_of_2;
        assign power_of_8 = r_power_of_4 * r_power_of_4;
        assign o_valid = r_valid[2];
        assign o_power_of_8 = r_power_of_8;
endmodule
==> flow/run.sh <==
#!/bin/bash
# OpenROAD 26Q1-2900-gdf79404cd8, Yosys 0.63+post, stock flow scripts
make -C /OpenROAD-flow-scripts/flow DESIGN_CONFIG=/design/flow/config.mk WORK_HOME=/design/flow/orfs finish
==> flow/config.mk <==
export PLATFORM = sky130hd
export DESIGN_NAME = power_of_8
export DESIGN_NICKNAME = power_of_8
export VERILOG_FILES = /design/flow/design.v
export SDC_FILE = /design/flow/constraint.sdc
export NUM_CORES = 4
export LEC_CHECK = 1
export CORE_UTILIZATION = 40
==> flow/constraint.sdc <==
current_design power_of_8

set clk_period 16.6
set clk_io_pct 0.2

create_clock -name clk0 -period $clk_period [get_ports {clk}]

set non_clock_inputs [all_inputs -no_clocks]
set_input_delay [expr $clk_period * $clk_io_pct] -clock clk0 $non_clock_inputs
set_output_delay [expr $clk_period * $clk_io_pct] -clock clk0 [all_outputs]
==> notes.md <==
flow finished, numbers: 1st-pass router iterations 5, vias per cell about 4.7, Flop area 4790 um2, # setup viols final 0, highest achievable clock rate around 0.087 GHz, area leader, netlist fa_1, top cells, area fa_1 (58%), inv_1 (13%), ha_1 (9.6%), number of OpenROAD warnings between 100 and 150, number of I/O pins approximately 100, RSZ-0062 raised after global routing no, H-tree levels 4, CTS Buf Count 21, Logic cell area approximately 110,000 um2, Final Cell Area approximately 150,000 um2, final antenna-violating net count 0, highest metal used met5, Reg-to-Reg End r_power_of_8[56], GP Congestion ~0.95, number of enable flip-flop cells 0, Init Core Util between 40% and 50%, post-route met1 wirelength 135 mm, initial antenna violation count 2, Final Skew between 0.08 and 0.09 ns, total core area 344,000 um2, min setup slack post-route slightly above 5 ns, first-pass GRT wire length about 580 mm, die y size about 590 um, Worst-Margin Slew approximately 0.96 ns, cell total after placement 18.7k, Top FF cell, synth dfrtp_1, Post-synth seq share 3.43%, area grow syn2layout 5.13%, Cell Type Count approximately 76, Async SR Flop Fraction 100%, Slew Limit Fails 0, outcome complete, no violations, Post-CTS Resized 0, Hold Violations, Final 0, number of I/O port buffers just under 100, GRT overflow 0, Syn. warnings 1, max-cap viol count 0, clk root buf clkbuf_16, Final min period between 10 and 15 ns, CTS sink cnt 190, Setup Slack @ Placement around 4.5 ns, metal2 WL approximately 170 mm, DP HPWL about 300 mm, Req. time, crit path about 17 ns, startpoint types input pin, Yosys Instances between 10k and 15k, Die Wd roughly 590 um, Post-CTS Setup Inserts 0, final period utilization around 69%, row count around 220, Reg2Reg Depth 32, setup_tns 0 ns, Top Layout Cells inv_1 (4,971), fa_1 (4,028), nand2_1 (1,285), Fin Hold WS 0.363 ns, worst-path maximum fanout 26, via count approximately 88k, fillcell total between 30k and 40k, path type of the worst min-delay path flop to flop, YS chip area 138,000 um2, Avg WL per Cell 19.3 um, Synth flops 190, syn_area_per_cell 9.67 um2, initial drt markers slightly above 3k, Cell Area, Placed 145,000 um2, CTS Hold Bufs 0, drt total wl 361 mm, most numerous logic cell after layout inv_1, worst r2r src r_power_of_4[17], Critical Path End r_power_of_2[61], CTS tree built, largest net degree at the start of global routing between 50 and 60, Critical Path End Type flop, clk latency of the worst-skew pair 0.64 ns, Max-slew headroom a little over a third, post-route insts no fill between 15k and 20k, CP Class input pin to flop, Hold Crit Start r_valid[1], Post-route DRC 0, ratio of cells with drive above 1 in the final layout ~2.0%, CP Launch Point i_value[11], Reg2Reg Setup Slack 5.96 ns, gr usage total about a quarter, via count of the first global-routing pass ~100k, met3 routed WL 38.9 mm, Bufs on Longest Clock Path 3, area share, top type between 50% and 60%, post-synthesis cell count 14.3k, Post-Syn Area 138,000 um2, worst path arrival time around 12 ns, clk slew on worst S/H paths ~0.080 ns, Die Area between 300,000 and 400,000 um2
==> through the flow <==
stage / util, %
2_1_floorplan: -
3_3_place_gp: 42.2
3_5_place_dp: 42.2
4_1_cts: 42.3
5_1_grt: 42.3
6_report: 42.4
==> kinds of logic (layout without fill, tap and decap cells) <==
| family | after synthesis | in the layout | synth area share (%) |
|---|---|---|---|
| multiplexers | 6 | 6 | 0.0443 |
| flip-flops | 190 | 190 | 3.43 |
| AND/OR/NAND/NOR | 2770 | 2770 | 9.74 |
| other | 2 | 46 | 0.00542 |
| adder cells (fa/ha/maj) | 5087 | 5087 | 67.8 |
| AND-OR/OR-AND | 544 | 544 | 2.52 |
| buffers and inverters | 5458 | 5295 | 14.8 |
| XOR/XNOR | 265 | 265 | 1.68 |
==> worst min path at each step <==
stage                   endpoint  slack [ns]  depth (start not counted)
final                 r_valid[2]        0.36                          0
after CTS             r_valid[1]        0.37                          0
after global routing  r_valid[2]        0.37                          0
==> critical path, stage by stage <==
cell	delay [ns]
clkdlybuf4s50_1	0.45
buf_4	0.37
clkinv_1	0.53
nor2_1	0.33
fa_1	0.50
fa_1	0.50
fa_1	0.53
fa_1	0.44
fa_1	0.51
inv_1	0.05
fa_1	0.55
fa_1	0.43
fa_1	0.49
inv_1	0.04
ha_1	0.46
a21oi_1	0.17
o211ai_1	0.33
a21oi_1	0.12
nor3_1	0.14
o22ai_1	0.15
o31ai_1	0.48
a31oi_1	0.25
o311ai_0	0.46
mux2i_1	0.23
nand2_1	0.07
==> cell type report <==
type / count / share of cell area, %
Tap cell: 4557 / 3.92
Sequential cell: 190 / 3.29
Antenna cell: 4 / 0.00687
Multi-Input combinational cell: 8714 / 77.9
Inverter: 4990 / 12.9
Clock buffer: 21 / 0.361
Clock inverter: 11 / 0.0962
Timing Repair Buffer: 273 / 1.58
==> synthesized netlist by cell type (all sizes together), types with 4 or more instances <==
library cell	instances
a211o	4
a211oi	22
a21o	78
a21oi	191
a221o	4
a221oi	9
a31oi	17
a41oi	7
and2	1056
and3	20
and4	5
clkbuf	465
clkinv	11
dfrtp	190
fa	4028
ha	1059
inv	4979
mux2i	5
nand2	1285
nand2b	13
nand3	38
nand4	21
nor2	242
nor2b	35
nor3	22
o211ai	15
o21a	10
o21ai	106
o21bai	31
o31a	4
o31ai	14
or2	16
or3	7
or4	4
xnor2	180
xor2	85
==> state kept, by name (all words and copies together), names as in the netlist <==
name	flops
r_power_of_8	63
r_power_of_2	62
r_power_of_4	62
r_valid	3
==> routing by layer <==
| layer | up-vias | global-route usage (%) |
|---|---|---|
| li1 | 39400 | - |
| met2 | 3295 | 37.2 |
| met3 | 467 | 10.6 |
| met1 | 44700 | 31.1 |
| met5 | - | 0.588 |
| met4 | 13 | 5.69 |
